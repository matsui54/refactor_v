### flow/design.v
module bar(
  P,
  Q,
  R,
  S
);
  input  [15:0] P;
  input         Q;
  output [15:0] R;
  output [7:0]  S;
  assign R = Q ? {P[7:0], P[15:8]} : P;
  assign S = P[7:0] ^ P[15:8];
endmodule
### flow/run.sh
#!/bin/bash
# OpenROAD 26Q1-2900-gdf79404cd8, Yosys 0.63+post, stock flow scripts
make -C /OpenROAD-flow-scripts/flow DESIGN_CONFIG=/design/flow/config.mk WORK_HOME=/design/flow/orfs finish
### flow/config.mk
export PLATFORM = sky130hd
export DESIGN_NAME = bar
export DESIGN_NICKNAME = bar
export VERILOG_FILES = /design/flow/design.v
export SDC_FILE = /design/flow/constraint.sdc
export NUM_CORES = 4
export LEC_CHECK = 1
export CORE_AREA = 10 10 70 70
export DIE_AREA = 0 0 80 80
### flow/constraint.sdc
current_design bar

set clk_period 1.0
set clk_io_pct 0.2

create_clock -name clk0 -period $clk_period

set non_clock_inputs [all_inputs -no_clocks]
set_input_delay [expr $clk_period * $clk_io_pct] -clock clk0 $non_clock_inputs
set_output_delay [expr $clk_period * $clk_io_pct] -clock clk0 [all_outputs]
==> Table 3: Implementation characteristics <==
Implementation parameters

Parameter                              Value

Drt
  Post-Route WL .................. 1410 um
  Average wire per cell in the routed design .................. 11.6 um
  Post-detailed-route via-to-cell ratio .................. 3.20
  DRC errors left .................. 0
  Number of antenna diodes .................. 0
  Number of search-and-repair iterations in the first detailed-routing pass .................. 2
  Initial drt markers .................. 10
  Via Count .................. 390
  Residual antenna-violating net count after detailed routing .................. 0

GRT
  Number of antenna violations at the first check in global routing .................. 0
  Total routing usage reported by global routing .................. 3.93%
  Pin count of the biggest net entering global routing .................. 9
  Global-route wire length before repair .................. 2100 um
  Via count of the first global-routing pass .................. 403
  Overflow left after global routing .................. 0

Finish
  Count of placed standard cells in the final layout, fillers left out .................. 122
  Area of all placed cells without fillers .................. 811 um2
  Share of post-route cells with drive strength above 1 .................. 77.6%
  Synth-to-layout area growth .................. 154%
  # clk buffers .................. 0
  Final design utilization .................. 23.7%
  Seq Cell Count .................. 0
  Area occupied by registers .................. 0 um2

Floorplanning
  Count of pins on the block boundary .................. 41
  Floorplan row count .................. 21
  Pre-Place Util .................. 9.34%
  Die Ht .................. 80 um
  Chip footprint .................. 0.00640 mm2
  Die Wd .................. 80 um
  Std-Cell Core Area .................. 0.00342 mm2

Status
  Status .................. complete, but fails checks
  Violated checks .................. negative setup slack

Logic synthesis
  Yosys top cell area share .................. 47.1%
  YS chip area .................. 319 um2
  Total number of yosys warnings .................. 0
  Synth top area cells .................. sky130_fd_sc_hd__mux2_4, sky130_fd_sc_hd__xor2_1, sky130_fd_sc_hd__mux2_2
  Cell area after technology mapping .................. 319 um2
  Register share after synthesis .................. 0%
  Commonest cells in the synthesized netlist .................. sky130_fd_sc_hd__mux2_4, sky130_fd_sc_hd__xor2_1, sky130_fd_sc_hd__mux2_2
  Unique masters post-synth .................. 5
  Number of cell instances after yosys synthesis .................. 26
  Mean instance size in the synthesized netlist .................. 12.3 um2
  Cell with the most instances after synthesis .................. sky130_fd_sc_hd__mux2_4
  Post-synthesis instance total .................. 26
  Cell taking the most area after synthesis .................. sky130_fd_sc_hd__mux2_4

Timing
  Final setup violation count .................. 16
  Timing-limited maximum frequency .................. 0.871 GHz
  Slew margin rel. .................. 90.2%
  Shortest period the worst path allows .................. 1.15 ns
  Fraction of the cycle the final worst path needs .................. 115%
  Setup repair after global routing missed its margin .................. yes
  Max Transition Viols Final .................. 0
  Slew at the pin closest to its max-slew limit .................. 0.146 ns
  Number of hold-slack violations in the final timing report .................. 0
  Final critical-path setup slack .................. -0.148 ns

Power
  Leak Pwr .................. 0.000422 uW
  Power per Cell Area .................. 424 mW/mm2
  Maximum VDD drop .................. 82.2 uV
  Sequential Power Share .................. 0%
  Switching power .................. 97.1 uW
  Proportion of power drawn by combinational gates .................. 100.0%
  Clk network pwr share .................. 0%
  Internal Dissipation .................. 247 uW
  Switching share of total power .................. 28.2%

Placed design
  Pre-CTS setup slack .................. -0.860 ns
  Hpwl dp .................. 1200 um
  Weighted congestion reported at the end of routability-driven placement .................. 0.722
  Instance area at placement .................. 771 um2
  Number of placed instances with taps included .................. 113
  Number of port buffers .................. 41

Critical path
  Worst Setup Path Type .................. in -> out
  Crit Path Max Fanout .................. 8
  CP required .................. 0.80 ns
  Crit path arrival time .................. 0.95 ns
  Critical Path Start Type .................. input port
  Crit path capture type .................. output port

Clock tree
  Cts hold-fix bufs .................. 0

Min path
  Path category of the worst min-delay check .................. in -> out

Run
  Tool warnings .................. 34
  Max-cap violations .................. 0
cells by family after synthesis:
kind of cell / share of synthesized area, %
xor gates and xnor gates: 22.0
buffers and inverters: 9.80
muxes: 68.2
final cells by class:
| class | instances | area (um2) |
|---|---|---|
| fill | 378 | 2610 |
| tap | 46 | 57.6 |
| timing repair buffer | 52 | 447 |
| multi-input combinational | 24 | 307 |
worst max-delay path: stages:
cell	delay, ns
sky130_fd_sc_hd__buf_8	0.10
sky130_fd_sc_hd__buf_8	0.13
sky130_fd_sc_hd__buf_6	0.11
sky130_fd_sc_hd__mux2_4	0.29
sky130_fd_sc_hd__buf_6	0.11
final timing paths:
path	cells after the start	endpoint	from	slack [ns]
setup / recovery	5	R[3]	Q	-0.15
hold / removal	3	R[12]	P[12]	0.72
per-layer routing:
layer  wire (um)  track usage, %
met5           0               0
met2         808            7.87
met3          67           0.568
met4           0               0
met1         538            4.42
power by group through the flow:
stage     sequential, uW  clock [uW]  combinational, uW
4_1_cts                0           0                340
6_report               0           0                344
5_1_grt                0           0                371
per-stage QoR:
stage	hold slack [ns]	setup TNS (ns)	power [uW]
2_1_floorplan	0.425	0	103
3_3_place_gp	1.38	-17.48	359
3_5_place_dp	1.40	-17.63	360
4_1_cts	0.726	-1.89	340
5_1_grt	0.733	-2.05	371
6_report	0.722	-1.77	344
repair_timing:
item | in CTS | in global routing
gates resized | 128 | 18
pin swaps | 4 | 4
setup endpoints to repair | 24 | 22
buffers inserted | 8 | 1
cloned | 0 | 0
cells in the final DEF (no fill, tap or decap):
| cell type | n |
|---|---|
| sky130_fd_sc_hd__clkdlybuf4s15_2 | 4 |
| sky130_fd_sc_hd__xor2_1 | 8 |
| sky130_fd_sc_hd__clkdlybuf4s15_1 | 3 |
| sky130_fd_sc_hd__dlygate4sd2_1 | 6 |
| sky130_fd_sc_hd__clkbuf_2 | 3 |
| sky130_fd_sc_hd__mux2_2 | 1 |
| sky130_fd_sc_hd__buf_8 | 3 |
| sky130_fd_sc_hd__mux2_4 | 15 |
| sky130_fd_sc_hd__buf_6 | 15 |
| sky130_fd_sc_hd__buf_2 | 18 |
Power and IR drop assume default switching activity.
